<file path="flow/config.mk">
export PLATFORM = sky130hd
export DESIGN_NAME = relu
export DESIGN_NICKNAME = relu
export VERILOG_FILES = /design/flow/design.v
export SDC_FILE = /design/flow/constraint.sdc
export NUM_CORES = 4
export LEC_CHECK = 1
export CORE_AREA = 10 10 70 70
export DIE_AREA = 0 0 80 80
</file>
<file path="flow/constraint.sdc">
current_design relu

set clk_period 1.0
set clk_io_pct 0.2

create_clock -name clk0 -period $clk_period

set non_clock_inputs [all_inputs -no_clocks]
set_input_delay [expr $clk_period * $clk_io_pct] -clock clk0 $non_clock_inputs
set_output_delay [expr $clk_period * $clk_io_pct] -clock clk0 [all_outputs]
</file>
<file path="flow/design.v">
module relu(
    input  signed [31:0] din,    
    output signed [31:0] dout    
);
    assign dout = (din[31] == 1'b0) ? din : 32'b0;
endmodule
</file>
<file path="flow/run.sh">
#!/bin/bash
# OpenROAD 26Q1-2900-gdf79404cd8, Yosys 0.63+post, stock flow scripts
make -C /OpenROAD-flow-scripts/flow DESIGN_CONFIG=/design/flow/config.mk WORK_HOME=/design/flow/orfs finish
</file>
==> impl_metrics.sql <==
-- metrics for the results database
INSERT INTO impl_metrics (metric_group, metric, value, unit) VALUES
('synthesis', 'netlist_area', '239', 'sq um'),
('synthesis', 'netlist-cell-type-count', '4', ''),
('layout', 'final-seq-area', '0', 'sq um'),
('route', 'detail-route-antenna-nets', '0', ''),
('power_and_ir_drop', 'pwr_density_cell', '281', 'nW/um^2'),
('power_and_ir_drop', 'power.combinational.fraction', '1.000', ''),
('power_and_ir_drop', 'switchingPower', '0.0578', 'mW'),
('synthesis', 'yosysWarnings', '0', ''),
('layout', 'final_cells', '145', ''),
('power_and_ir_drop', 'power.static_leakage', '0.409', 'nW'),
('synthesis', 'synth.yosys.chip_area', '239', 'sq um'),
('timing', 'fin_tns_setup', '0', 'ns'),
('run', 'max_cap_violations', '0', ''),
('timing', 'timing.final.ws_setup', '0.0847', 'ns'),
('critical_path', 'worstSetupEndpointType', 'primary output', ''),
('run', 'tool_warnings', '32', ''),
('layout', 'post_route_cells_drive_above_1_share', '0.364', ''),
('critical_path', 'crit_slowest_cell', 'sky130_fd_sc_hd__buf_4', ''),
('timing', 'final-max-slew-violation-count', '0', ''),
('die', 'die-height', '80', 'microns'),
('global_routing', 'grt_pass1_wl', '2710', 'microns'),
('global_routing', 'grt_start_max_net_pins', '10', ''),
('route', 'route.vias.total', '455', ''),
('global_routing', 'number_of_antenna_violations_at_the_first_check_in_global_routing', '0', ''),
('timing', 'finalSetupViolations', '0', ''),
('synthesis', 'synthesis.area_per_instance', '6.64', 'sq um'),
('layout', 'area_overhead_of_the_layout_relative_to_synthesis', '205', '%'),
('run_status', 'run_status', 'finished, final reports clean', ''),
('power_and_ir_drop', 'p_int', '0.147', 'mW'),
('global_routing', 'grt_pass1_vias', '508', ''),
('route', 'viasPerCell', '3.14', ''),
('timing', 'finalClockPeriodUsage', '0.915', ''),
('layout', 'seq_cell_count', '0', ''),
('timing', 'rsz0062_at_grt', 'no', ''),
('route', 'detail_route.iter0.violations', '9', ''),
('route', 'routed_wirelength', '1810', 'microns'),
('die', 'floorplan.core_util', '0.0700', ''),
('die', 'die_width', '80', 'microns'),
('place', 'post-place-ws', '-0.650', 'ns'),
('power_and_ir_drop', 'sequentialPowerShare', '0', ''),
('die', 'core.rowCount', '21', ''),
('critical_path', 'crit_chain', 'buf_2 -> buf_4 -> nor2b_1 -> buf_2', ''),
('synthesis', 'yosys-stat-cells', '36', ''),
('place', 'numPlacedInstances', '143', ''),
('critical_path', 'crit_arrival', '0.72', 'ns'),
('clock_network', 'postCtsSetupBuffers', '0', ''),
('timing', 'hold_fails_final_rpt', '0', ''),
('place', 'dpl_cell_area', '901', 'sq um'),
('route', 'route.antenna.diode_count', '0', ''),
('die', 'die_area', '6400', 'sq um'),
('synthesis', 'postSynthCellCount', '36', ''),
('critical_path', 'critical-path-max-stage-delay', '0.16', 'ns'),
('power_and_ir_drop', 'switching_share', '0.282', ''),
('critical_path', 'cell_family_contributing_the_most_delay_on_the_critical_path', 'buffers and inverters', ''),
('place', 'gp_congestion', '0.713', ''),
('route', 'routed_wire_length_per_instance', '12.5', 'microns'),
('critical_path', 'cpMostUsedCell', 'sky130_fd_sc_hd__buf_2', ''),
('layout', 'stdcell_area', '728', 'sq um'),
('critical_path', 'worst_ep_required_time', '0.80', 'ns'),
('place', 'detailedPlacementHpwl', '1550', 'microns'),
('global_routing', 'grt_util_all_layers', '0.0515', ''),
('critical_path', 'worstSetupStartpointType', 'input port', ''),
('route', 'drt_pre_antenna_iters', '2', ''),
('critical_path', 'cp_num_buf_inv', '3', ''),
('route', 'route.detailed.drc', '0', ''),
('clock_network', 'ctsHoldBuffers', '0', ''),
('critical_path', 'crit_path_end', 'dout[10]', ''),
('place', 'port-buffer-count', '63', ''),
('critical_path', 'worstPathMaxFanout', '7', ''),
('timing', 'peak_clock_frequency_supported_by_timing', '1090', 'MHz'),
('die', 'core_area', '3420', 'sq um'),
('global_routing', 'grt_remaining_overflow', '0', ''),
('critical_path', 'critical_path_class', 'input port to primary output', ''),
('critical_path', 'cp.depth', '4', ''),
('timing', 'period_minus_slack', '0.915', 'ns'),
('power_and_ir_drop', 'irDropWorstVdd', '0.109', 'mV'),
('hold_path', 'hp-class', 'input port to primary output', ''),
('die', 'io_count', '64', ''),
('critical_path', 'startpoint', 'din[31]', ''),
('layout', 'nClkBuffers', '0', ''),
('timing', 'whs', '0.781', 'ns'),
('synthesis', 'seq_area_frac_synth', '0', ''),
('power_and_ir_drop', 'clkPwrFrac', '0', '');
==> power groups by stage <==
stage | Combinational (mW) | Sequential, mW | Clock [mW]
after CTS | 0.214 | 0 | 0
after global routing | 0.233 | 0 | 0
final | 0.205 | 0 | 0
==> cell families (layout without fill, tap and decap cells) <==
| family | count (synthesis) | after routing | share of synthesized area |
|---|---|---|---|
| buf+inv | 4 | 67 | 0.173 |
| simple gates | 31 | 31 | 0.812 |
| other cells | 1 | 1 | 0.0157 |
==> repair_timing <==
| item | in CTS | in global routing |
|---|---|---|
| hold endpoints to repair | 0 | 0 |
| resized | 133 | 0 |
| endpoints found under the setup margin | 31 | 0 |
==> per-layer routing <==
metal	vias to the layer above	track usage	wire length, microns
met1	197	0.0600	712
met3	0	0.0182	189
li1	228	-	-
met5	-	0	0
met4	0	0	0
met2	30	0.0931	904
==> area by class of cell <==
cell class         instances  area [sq um]
fillers                  416          2690
repair buffers            67           473
multi-input cells         32           198
well taps                 46          57.6
==> per-stage QoR <==
stage / util / power (mW)
final: 0.213 / 0.205
after global routing: 0.213 / 0.233
after CTS: 0.213 / 0.214
after detailed placement: 0.264 / 0.306
after global placement: 0.264 / 0.304
after floorplan: - / 0.0576
==> worst min path at each step <==
stage | start | endpoint | cells after the start
final | din[15] | dout[15] | 3
after global routing | din[8] | dout[8] | 3
after CTS | din[16] | dout[16] | 3
==> cells in the final DEF (no fill, tap or decap) <==
master,n
sky130_fd_sc_hd__buf_2,32
sky130_fd_sc_hd__buf_4,1
sky130_fd_sc_hd__dlygate4sd2_1,31
sky130_fd_sc_hd__conb_1,1
sky130_fd_sc_hd__buf_6,3
sky130_fd_sc_hd__nor2b_1,31
==> Yosys cell counts <==
| master | instances | area (sq um) |
|---|---|---|
| sky130_fd_sc_hd__buf_6 | 3 | 33.8 |
| sky130_fd_sc_hd__nor2b_1 | 31 | 194 |
| sky130_fd_sc_hd__buf_4 | 1 | 7.51 |
| sky130_fd_sc_hd__conb_1 | 1 | 3.75 |
Power and IR drop assume default switching activity.
