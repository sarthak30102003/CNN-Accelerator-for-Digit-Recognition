==> flow/design.v <==
module argmax(
    input  signed [31:0] in0, in1, in2, in3, in4, in5, in6, in7, in8, in9,
    output reg [3:0] max_index
);
    reg signed [31:0] best;
    integer idx;
    always @(*) begin
        best = in0; idx = 0;
        if (in1 > best) begin best = in1; idx = 1; end
        if (in2 > best) begin best = in2; idx = 2; end
        if (in3 > best) begin best = in3; idx = 3; end
        if (in4 > best) begin best = in4; idx = 4; end
        if (in5 > best) begin best = in5; idx = 5; end
        if (in6 > best) begin best = in6; idx = 6; end
        if (in7 > best) begin best = in7; idx = 7; end
        if (in8 > best) begin best = in8; idx = 8; end
        if (in9 > best) begin best = in9; idx = 9; end
        max_index = idx;
    end
endmodule
==> flow/run.sh <==
#!/bin/bash
# OpenROAD 26Q1-2900-gdf79404cd8, Yosys 0.63+post, stock flow scripts
make -C /OpenROAD-flow-scripts/flow DESIGN_CONFIG=/design/flow/config.mk WORK_HOME=/design/flow/orfs finish
==> flow/config.mk <==
export PLATFORM = sky130hd
export DESIGN_NAME = argmax
export DESIGN_NICKNAME = argmax
export VERILOG_FILES = /design/flow/design.v
export SDC_FILE = /design/flow/constraint.sdc
export NUM_CORES = 4
export LEC_CHECK = 1
export CORE_UTILIZATION = 40
==> flow/constraint.sdc <==
current_design argmax

set clk_period 62.3
set clk_io_pct 0.2

create_clock -name clk0 -period $clk_period

set non_clock_inputs [all_inputs -no_clocks]
set_input_delay [expr $clk_period * $clk_io_pct] -clock clk0 $non_clock_inputs
set_output_delay [expr $clk_period * $clk_io_pct] -clock clk0 [all_outputs]
==> flow_summary.json <==
{
  "relSlewSlack_pct": 45.4,
  "crit_arrival_ns": 40.91,
  "drive_gt1_share_pct": 4.08,
  "grt_start_max_net_pins": 61,
  "min_path_type": "in2out",
  "critPathKind": "in2out",
  "ys_warn_count": 1,
  "topCellsByArea": "ha_1 32%, a21oi_1 8.5%, inv_1 6.1%",
  "ios": 324,
  "lay_top_count": "clkdlybuf4s50_1",
  "holdWs_ns": 26.33,
  "setup_slack_ns": 8.93,
  "via_per_inst": 5.63,
  "io_buffers": 324,
  "slew_violations": 0,
  "worst_pin_slew_ns": 0.816,
  "die-height_um": 167,
  "ys_types": 76,
  "flops": 0,
  "finalCritPeriodShare_pct": 85.7,
  "maxCapViolations": 0,
  "clock_buffers": 0,
  "cts_hold_buf": 0,
  "crit_fanout": 60,
  "outcome": "completed",
  "rsz0062_at_grt": "no",
  "fp_util_pct": 40.8,
  "worstPathRequired_ns": 49.84,
  "critPathMaxStageDelay_ns": 0.71,
  "die_w_um": 167,
  "drc": 0,
  "first_global_vias": 11800,
  "grt_use_total_pct": 27.9,
  "fin_crit_ns": 53.37,
  "area_delta_synth_final_pct": 32.5,
  "mostFrequentLayoutCells": "324 x clkdlybuf4s50_1, 276 x ha_1, 186 x a21oi_1, 179 x inv_1, 112 x nand2_1",
  "crit_path_end_kind": "output pin",
  "antenna_found_initial": 4,
  "ant_nets": 0,
  "place_ws_ns": 9.27,
  "grt_pass1_wl_mm": 62.3,
  "grt-ovfl-total": 0,
  "postSynthSeqShare_pct": 0,
  "timing.fmax_mhz": 18.7,
  "design.core.area_um2": 26900,
  "place.gp.congestion": 0.968,
  "crit_top_cell": "a21oi_1",
  "largest_area_cell": "ha_1",
  "regArea_um2": 0,
  "vias": 12400,
  "postLayoutCoreUtil_pct": 54.0,
  "die-area_um2": 28100,
  "fillerInstances": 2592,
  "syn_avg_cell_area_um2": 6.87,
  "ys_chip_area_um2": 11000,
  "warnings": 32,
  "cp-start-kind": "input pin",
  "logic_area_um2": 10100,
  "postCtsSetupRepairBufs": 0,
  "rows": 60,
  "critPathBufInv": 14,
  "dr.pass1.iters": 5,
  "fin_setup_tns_ns": 0,
  "postSynthCellCount": 1594,
  "finalWirelength_mm": 39.0,
  "ctsResizeCount": 0,
  "cpMaxStageDelayCell": "nor4_1",
  "dp_hpwl_mm": 34.5,
  "crit_family": "AND-OR/OR-AND gates",
  "syn_area_um2": 11000,
  "finalSetupViolCount": 0,
  "top_area_share_pct": 31.5,
  "finalHoldViolations": 0,
  "yosys-stat-cells": 1594,
  "routedWlPerCell_um": 17.7,
  "drt_iter0_markers": 1053
}
-- tightest hold or removal path, cell delays in order --
cell	delay, ns
clkdlybuf4s50_1	0.47
ha_1	0.22
o211ai_1	0.15
nand2_1	0.13
a21oi_1	0.05
clkdlybuf4s50_1	0.39
-- final cells by class --
class                      count  area share (%)
inverter                     179            4.63
timing repair buffer         336            23.0
tap                          341            2.94
antenna                        4          0.0690
multi-input combinational   1350            69.4
-- synthesized netlist by cell type, types with 5 or more instances --
master,count
nand3_1,22
o21ai_0,111
inv_1,179
nor4_1,6
nand2_1,112
o21ai_1,10
mux2i_1,39
a31o_1,28
buf_1,8
and3_1,7
nand4_1,61
xnor2_1,5
a31oi_1,35
o22ai_1,30
a211o_1,7
clkbuf_1,38
nor3_1,22
nor2b_1,42
nand2b_1,37
o21a_1,6
nor2_1,110
a21o_1,44
buf_2,15
o211ai_1,6
mux2_2,34
and4_1,6
a311oi_1,7
a21oi_1,186
and2_1,7
ha_1,276
a211oi_1,9
-- per-layer routing --
metal / GRT usage, % / up-vias / share of wire (%)
li1: - / 6461 / -
met1: 42.3 / 5552 / 51
met2: 42.9 / 392 / 42
met3: 2.96 / 32 / 5.6
met4: 4.55 / 0 / 1.5
met5: 0 / - / 0
-- through the flow --
| stage | cells | area, µm² |
|---|---|---|
| after floorplan | 1594 | 11000 |
| after global placement | 2206 | 14500 |
| after detailed placement | 2206 | 14500 |
| after CTS | 2206 | 14500 |
| after global routing | 2210 | 14500 |
| final | 2210 | 14500 |
-- path summary, 6_finish.rpt --
check             slack (ns)  depth (start not counted)    start            to
setup / recovery        8.93                        138  in0[27]  max_index[2]
hold / removal         26.33                          6  in9[31]  max_index[2]
-- logic make-up after synthesis --
family,Yosys count,share of synthesized area [%]
AND-OR/OR-AND,542,31.4
AND/OR/NAND/NOR,448,20.4
adder cells (fa/ha/maj),277,31.6
buffers and inverters,244,8.67
multiplexers,75,7.26
XOR/XNOR,8,0.640
